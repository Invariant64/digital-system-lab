--- flow/design.v ---
module bcd_decode(
	input [3:0] indec,
	output reg [6:0] decodeout,	 
	output dotout
);
	assign dotout = 0;
	always @(indec) begin 
		case(indec)
			4'b0000 : decodeout = 7'b0111111;
			4'b0001 : decodeout = 7'b0000110;
			4'b0010 : decodeout = 7'b1011011;
			4'b0011 : decodeout = 7'b1001111;
			4'b0100 : decodeout = 7'b1100110;
			4'b0101 : decodeout = 7'b1101101;
			4'b0110 : decodeout = 7'b1111101;
			4'b0111 : decodeout = 7'b0000111;
			4'b1000 : decodeout = 7'b1111111;
			4'b1001 : decodeout = 7'b1101111;
			4'b1110 : decodeout = 7'b1000000;    
			4'b1111 : decodeout = 7'b0000000;	 
			default : decodeout = 7'b0000000;
		endcase
	end
endmodule
module display (
    input clk_1khz,
    input rst,
    input [1:0] mode,
    input [4*8*4-1:0] in,
    output [7:0] decodeout,
    output [7:0] ds
);
    wire [3:0] display_in[7:0];
    wire [3:0] set_in[7:0];
    wire [3:0] timer_in[7:0];
    wire [3:0] alarm_set_in[7:0];
    genvar i;
    generate
        for (i = 0; i < 8; i = i + 1) begin: u1
            assign display_in[i]   = in[i*4+3  : i*4];
            assign set_in[i]       = in[i*4+35 : i*4+32];
            assign timer_in[i]     = in[i*4+67 : i*4+64];
            assign alarm_set_in[i] = in[i*4+99 : i*4+96];
        end
    endgenerate
    wire [3:0] display_out[7:0];
    generate
        for (i = 0; i < 8; i = i + 1) begin: u2
            assign display_out[i] = (mode == 2'b00) ? display_in[i] :
                                    (mode == 2'b01) ? set_in[i] :
                                    (mode == 2'b10) ? timer_in[i] :
                                    (mode == 2'b11) ? alarm_set_in[i] :
                                    4'b1111;
        end
    endgenerate
    reg [3:0] sel;
    always @(posedge clk_1khz) begin
        if (rst) begin
            sel <= 0;
        end else begin
            sel <= (sel == 7) ? 0 : sel + 1;
        end
    end
    generate
        for (i = 0; i < 8; i = i + 1) begin : u3
            assign ds[i] = (i == sel) ? 1'b0 : 1'b1;
        end
    endgenerate
    bcd_decode bcd_decode_inst (
        .indec(display_out[sel]),
        .decodeout(decodeout[6:0]),
        .dotout(decodeout[7])
    );
endmodule
--- flow/run.sh ---
#!/bin/bash
# OpenROAD 26Q1-2900-gdf79404cd8, Yosys 0.63+post, stock flow scripts
make -C /OpenROAD-flow-scripts/flow DESIGN_CONFIG=/design/flow/config.mk WORK_HOME=/design/flow/orfs finish
--- flow/config.mk ---
export PLATFORM = sky130hd
export DESIGN_NAME = display
export DESIGN_NICKNAME = display
export VERILOG_FILES = /design/flow/design.v
export SDC_FILE = /design/flow/constraint.sdc
export NUM_CORES = 4
export LEC_CHECK = 1
export CORE_AREA = 10 10 91 91
export DIE_AREA = 0 0 101 101
--- flow/constraint.sdc ---
current_design display

set clk_period 4.9
set clk_io_pct 0.2

create_clock -name clk0 -period $clk_period [get_ports {clk_1khz}]

set non_clock_inputs [all_inputs -no_clocks]
set_input_delay [expr $clk_period * $clk_io_pct] -clock clk0 $non_clock_inputs
set_output_delay [expr $clk_period * $clk_io_pct] -clock clk0 [all_outputs]
==> results_dict.tcl <==
# place-and-route summary
set metrics [dict create \
    status "finished clean" \
    cts_root_buf "clkbuf_8" \
    relSlewSlack_pct 54.2 \
    dp_hpwl_mm 7.02 \
    antenna_cells 0 \
    clock-sinks 4 \
    path_class "input port to primary output" \
    synth.logic.top_family "multiplexers" \
    syn2layout_area_growth_pct 83.9 \
    rrSetupSlack_ps 3250 \
    die_width_um 101 \
    wire_per_inst_um 18.8 \
    setup_viol 0 \
    io_pins 148 \
    fin_tns_setup_ps 0 \
    regMostFlops "sel" \
    gp_congestion 0.901 \
    postSynthCellCount 204 \
    p_leak_nw 1.32 \
    die-area_um2 10200 \
    grt.busiest_layer "met2" \
    design.core.area_um2 6350 \
    powerDensity_nw_per_um2 153 \
    ys.flops 4 \
    ys_cells 204 \
    drc 0 \
    ys_area_um2 1880 \
    drv_slew 0 \
    grt_max_degree 26 \
    drt-total-wl_mm 7.98 \
    crit_start "in[100]" \
    rows 29 \
    grt_use_met2_pct 26.7 \
    skew_ps 0.655 \
    power_frac_comb_pct 79.4 \
    p_int_mw 0.345 \
    ys_sh_aoi_pct 26.8 \
    r2r_start "sel[2]" \
    log.warning_count 34 \
    cp-end-kind "primary output" \
    ant_nets 0 \
    hold_depth 1 \
    ys_sh_adder_pct 8.01 \
    drtIter0Drc 48 \
    grt_pass1_wl_mm 12.4 \
    vias 2167 \
    layout_setup_ws_ps 232 \
    cts_buffer_depth 2 \
    cp.arrival_ps 3690 \
    top_regs "sel x4" \
    drive_gt1_share_pct 19.3 \
    overflow 0 \
    path_max_fanout 2 \
    numCtsBuffers 3 \
    ir_drop_mv 0.144 \
    synth_xor_xnor_area_share_pct 0.467 \
    dp_worst_setup_slack_ps 189 \
    hold_viol 0 \
    fp_util_pct 29.5 \
    simple_gate_area_share_pct 13.2 \
    worst_pin_slew_ps 686 \
    holdPathEnd "sel[0]" \
    h-tree-depth 1 \
    avgViaCountPerCell 5.11 \
    cts_tree "yes" \
    syn_area_um2 1880 \
    synth_seq_share_pct 4.27 \
    grt_use_met1_pct 18.1 \
    reg2reg_to "sel[3]" \
    cap_viol_max_count 0 \
    yosys_warnings 2 \
    fillers 582 \
    critPathLaunchType "input port" \
    hp-class "flip-flop to flip-flop" \
    antenna_found_initial 0 \
    p_clk_share_pct 12.9 \
    track_usage_pct 15.1 \
    cts_setup_buffers 0 \
    synth_cell_types 57 \
    cp.required_ps 3920 \
    fmax_mhz 214 \
    min_from "sel[0]" \
    period_used_pct 95.3 \
    globalRouteMet3Util_pct 4.57 \
    finalCriticalPeriod_ps 4670 \
    mux_share_pct 39.0 \
    portBuffers 146 \
    clkSlewWorstSetupHoldPaths_ps 30 \
    syn_area_per_cell_um2 9.19 \
    r2r_cells 5 \
    die_height_um 101 \
    power_switching_share_pct 34.6 \
    dr.pass1.iters 4 \
    netSwitchingPower_mw 0.182 \
    p_seq_share_pct 7.7 \
    grt_pass1_vias 2415 \
    clock_latency_ps 210 \
    largest_reg_flops 4 \
    rsz0062_at_grt "false" \
]
worst max path at each step:
| stage | endpoint | slack (ps) |
|---|---|---|
| final | decodeout[3] | 230 |
| after global routing | decodeout[6] | 20 |
| after CTS | decodeout[2] | 180 |
what timing repair did:
item	CTS	global route
hold buffers	0	0
gates resized	0	3
endpoints found under the setup margin	0	3
endpoints found under the hold margin	0	0
final cells by class:
cell class | instances | area (um2) | area share, %
clock buffers | 3 | 41.3 | 1.20
inverters | 9 | 33.8 | 0.979
multi-input cells | 175 | 1660 | 48.0
flip-flops and latches | 4 | 80.1 | 2.32
well taps | 77 | 96.3 | 2.79
repair buffers | 156 | 1540 | 44.7
routing by layer:
layer  part of all wire, %  wire (um)
met5                     0          0
met1                    41       3290
met3                   7.8        626
met2                    50       4010
met4                  0.75         60
power groups by stage:
| stage | Clock [mW] | Combinational, mW | Sequential (mW) |
|---|---|---|---|
| 6_report | 0.0681 | 0.418 | 0.0406 |
| 4_1_cts | 0.0701 | 0.419 | 0.0405 |
| 5_1_grt | 0.0728 | 0.457 | 0.0412 |
placed cells by master, fill, tap and decap left out, drive strengths merged, types with 3 or more instances in the layout:
master,synthesis,routed
a21oi,4,4
a22oi,6,6
a31oi,3,3
buf,13,12
clkbuf,3,3
clkdlybuf4s50,0,144
dfxtp,4,4
ha,12,12
inv,9,9
mux2,24,24
mux2i,16,16
mux4,12,12
nand2,12,12
nand2b,3,3
nand3,6,6
nor2,13,13
o2111ai,3,3
o211ai,10,10
o21ai,14,14
o22ai,7,7
worst max-delay path, stage by stage:
cell and delay (ps):
clkdlybuf4s50_1 410, mux4_2 490, a221oi_1 330, nor2_1 110, o22ai_2 140, inv_1 80
ha_1 270, and2_1 140, a22oi_1 90, o22ai_1 150, clkdlybuf4s50_1 500
through the flow:
| stage | total power [mW] | cells | utilization (%) | instance area [um2] | hold WS [ps] |
|---|---|---|---|---|---|
| 2_1_floorplan | 0.242 | 204 | - | 1880 | 445 |
| 3_5_place_dp | 0.456 | 421 | 53.4 | 3390 | 478 |
| 6_report | 0.527 | 424 | 54.3 | 3450 | 499 |
| 4_1_cts | 0.529 | 424 | 54.1 | 3430 | 490 |
| 5_1_grt | 0.571 | 424 | 54.3 | 3450 | 541 |
| 3_3_place_gp | 0.460 | 421 | 53.4 | 3390 | 465 |
cell families after synthesis:
family                   count (synthesis)
AND/OR/NAND/NOR                         48
AND-OR/OR-AND                           61
multiplexers                            52
adder cells (fa/ha/maj)                 12
other                                    1
buffers and inverters                   25
XOR/XNOR                                 1
flip-flops                               4
cell usage after synthesis, drive strengths merged:
cell | count | area (um2)
and4bb | 1 | 12.5
nor3 | 2 | 10.0
clkbuf | 3 | 11.3
nand4 | 2 | 18.8
a31oi | 3 | 18.8
and3 | 1 | 6.26
o2111ai | 3 | 38.8
buf | 13 | 108
o2bb2ai | 1 | 8.76
a211oi | 1 | 12.5
mux2i | 16 | 160
nand3b | 2 | 15.0
ha | 12 | 150
o22a | 1 | 8.76
or3 | 1 | 6.26
xor2 | 1 | 8.76
dfxtp | 4 | 80.1
a221oi | 2 | 23.8
nand2 | 12 | 45.0
a22oi | 6 | 45.0
inv | 9 | 33.8
o221ai | 1 | 15.0
o221a | 1 | 11.3
o21ai | 14 | 88.8
o32ai | 1 | 8.76
nand4b | 1 | 8.76
a21oi | 4 | 20.0
mux2 | 24 | 300
o211ai | 10 | 80.1
a41oi | 1 | 16.3
o21a | 1 | 7.51
mux4 | 12 | 270
conb | 1 | 3.75
a211o | 1 | 8.76
o22ai | 7 | 50.1
nor2 | 13 | 51.3
a41o | 1 | 10.0
o31ai | 2 | 28.8
nor2b | 2 | 12.5
and2 | 2 | 12.5
nand3 | 6 | 30.0
nand2b | 3 | 18.8
No activity file was given, so power comes from the tool's default toggle rates.
