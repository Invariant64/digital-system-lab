**design.v**
```verilog
module timer (
    input clk_1khz,
    input rst_n,
    input en,
    input pause,
    output [4*8-1:0] out
);
    reg is_paused;
    reg [31:0] tick;
    reg [6:0] rmsec, rsec, rmin;
	always @(posedge pause) begin
	    if (~rst_n) begin
            is_paused <= 1;
        end else begin
            if (en) begin
                is_paused <= ~is_paused;
            end
        end
	end
    always @(posedge clk_1khz) begin
        if (~rst_n) begin
            tick <= 0;
				rmsec <= 0;
            rsec <= 0;
            rmin <= 0;
        end else if (~is_paused) begin
            tick = tick + 1;
            if (tick >= 10) begin
                tick = 0;
                rmsec = rmsec + 1;
                if (rmsec == 100) begin
                    rmsec = 0;
                    rsec = rsec + 1;
                    if (rsec == 60) begin
                        rsec = 0;
                        rmin = rmin + 1;
                        if (rmin == 60) begin
                            rmin = 0;
                        end
                    end
                end
            end
        end
    end
    assign out[3:0] = rmsec % 10;
    assign out[7:4] = rmsec / 10;
    assign out[11:8] = 4'b1110;
    assign out[15:12] = rsec % 10;
    assign out[19:16] = rsec / 10;
    assign out[23:20] = 4'b1110;
    assign out[27:24] = rmin % 10;
    assign out[31:28] = rmin / 10;
endmodule
```
**run.sh**
```bash
#!/bin/bash
# OpenROAD 26Q1-2900-gdf79404cd8, Yosys 0.63+post, stock flow scripts
make -C /OpenROAD-flow-scripts/flow DESIGN_CONFIG=/design/flow/config.mk WORK_HOME=/design/flow/orfs finish
```
**config.mk**
```make
export PLATFORM = sky130hd
export DESIGN_NAME = timer
export DESIGN_NICKNAME = timer
export VERILOG_FILES = /design/flow/design.v
export SDC_FILE = /design/flow/constraint.sdc
export NUM_CORES = 4
export LEC_CHECK = 1
export CORE_UTILIZATION = 40
```
**constraint.sdc**
```tcl
current_design timer

set clk_period 3.5
set clk_io_pct 0.2

create_clock -name clk0 -period $clk_period [get_ports {clk_1khz}]
create_clock -name clk1 -period $clk_period [get_ports {pause}]

set non_clock_inputs [all_inputs -no_clocks]
set_input_delay [expr $clk_period * $clk_io_pct] -clock clk0 $non_clock_inputs
set_output_delay [expr $clk_period * $clk_io_pct] -clock clk0 [all_outputs]
```
==> CHANGELOG.md <==
## Flow update

- Routed Antenna Nets: 0
- Clock Power Share: 33.9%
- Area grow syn2layout: 25.3%
- Die height: 102 um
- Yosys Warn Count: 1
- CP max-delay cell: dfxtp_2
- YS chip area: 0.00403 sq mm
- Initial DRC count: 185
- Final Max Tran Viols: 0
- First-pass GRT wire length: 15000 um
- Commonest Layout Cell: buf_4
- RSZ-0062 raised after global routing: true
- Worst-path clk slew: 0.10 ns
- Drt total wl: 9030 um
- Worst setup SP type: flop
- Crit-path max FO: 2
- Post-Syn Area: 0.00403 sq mm
- WP data arrival: 2.79 ns
- Final Total Pwr: 1.00 mW
- Reg2reg setup slack: 0.41 ns
- HPWL Detailed: 6070 um
- Via density: 5.51
- Worst setup path category: reg2out
- IO Count: 36
- Setup TNS: 0 ns
- Crit. End Element: primary output
- Synthesized area per cell: 7.87 sq um
- Gate power share: 4.1%
- Final core occ: 51.7%
- Diodes inserted: 0
- Pwr/cell area: 198 mW/mm^2
- Sw Share: 23.0%
- Worst hold path class: reg2reg
- Hold EP: tick[0]
- Cell Type Count: 80
- Largest net degree at the start of global routing: 42
- TritonCTS Buffers: 5
- Tool Warnings: 39
- Worst r2r src: tick[0]
- Ys flop type: dfxtp_1
- Placement Cell Area: 0.00459 sq mm
- Max cap viols: 0
- Post-route DRC: 0
- # setup viols final: 0
- Mean routed wirelength per cell: 12.9 um
- Seq share, synth: 26.8%
- Worst-Margin Slew: 0.754 ns
- Worst path top cell family by delay: AND-OR/OR-AND gates
- Slew margin rel.: 49.3%
- VDD IR max: 0.000180 V
- Fraction of layout cells with a size suffix above 1: 23.9%
- Final Skew: 0.0111 ns
- Critical path buffers and inverters: 2
- Max clock buf depth: 2
- Max incr delay on CP: 0.33 ns
- Post-synth EDFFs: 0
- Worst hold stages: 3
- Syn Inst Count: 512
- Root buffer cell: clkbuf_8
- Vias in the first global route: 3292
- Initial antenna violation count: 0
- Row count: 36
- Final Hold Viols: 0
- Synth flops: 54
- DR vias: 3868
- Run status: complete, no violations
- Worst r2r path cells: 10
- CTS tree: yes
- NetSw: 231 uW
- Yosys stat cell total: 512
- Most frequent cells in the layout: 52 x buf_4, 47 x dfxtp_1, 37 x nand2_1
- Core Box Area: 0.00977 sq mm
- Chip width: 102 um
- Fin area: 0.00505 sq mm
- Gr usage total: 17.6%
- Pleak: 2.07 nW
- Maximum level of the CTS H-tree: 2
- First drt pass iteration count: 4
- Gpl congestion: 0.841
- Async SR Flop Fraction: 0%
- DIE AREA: 0.0105 sq mm
- GR Overflow Total: 0
- Port Buf Inserts: 26
- Critical path, cell by cell: or2_4, ha_4, nor2b_4, mux2_4, nand2_2, o31ai_2, a221o_1, a211oi_2, buf_4, mux2i_1, xor2_1, buf_2
- Reg-to-reg endpoint: rmin[6]
- Worst path required time: 2.80 ns
- Sequential Power Share: 62.0%
- Fp util: 41.2%
- Pint: 771 uW
- Worst hold start: is_paused
[worst min-delay path, cell delays in order, from the launching register on]
cell and delay [ns]:
dfxtp_1 0.29, buf_4 0.22, nand2_1 0.08, a21oi_1 0.06
[metrics by stage]
stage | worst slack (ns) | cells | hold slack [ns]
after floorplan | 0.103 | 518 | 0.457
after global placement | -0.297 | 677 | 0.482
after detailed placement | -0.328 | 677 | 0.476
after CTS | -0.0992 | 699 | 0.385
after global routing | -0.200 | 702 | 0.416
final | 0.0149 | 702 | 0.395
[cells in the mapped netlist (7+ instances only)]
cell type / instances / area [sq um]
nand4_1: 10 / 62.6
and3_1: 28 / 175
nand2_1: 39 / 146
nor2_1: 25 / 93.8
mux2i_1: 8 / 80.1
a21oi_1: 24 / 120
buf_4: 11 / 82.6
o21ai_0: 22 / 110
a31oi_1: 7 / 43.8
dfxtp_1: 54 / 1080
inv_1: 30 / 113
nor3_1: 14 / 70.1
xnor2_1: 14 / 123
clkbuf_1: 27 / 101
or3_1: 15 / 93.8
nand3_1: 25 / 125
nor4_1: 7 / 43.8
ha_1: 14 / 175
xor2_1: 9 / 78.8
nand2b_1: 7 / 43.8
or4_1: 8 / 60.1
[power by group through the flow]
stage                 clock, mW  sequential [mW]  combinational, mW
final                     0.339            0.622             0.0410
after CTS                 0.354            0.622             0.0421
after global routing      0.377            0.622             0.0469
[worst max-delay path by stage]
| stage | start | to | depth (start not counted) |
|---|---|---|---|
| 6_report | rmsec[4] | out[3] | 12 |
| 5_1_grt | rmsec[4] | out[3] | 13 |
| 4_1_cts | rmsec[5] | out[4] | 12 |
[final cells by class]
cell class | count | area [sq um]
inverters | 31 | 116
clock inverters | 2 | 15.0
well taps | 133 | 166
repair buffers | 85 | 719
clock buffers | 6 | 72.6
flip-flops and latches | 54 | 1090
fillers | 883 | 4730
multi-input cells | 391 | 2870
[flip-flops by register name, indices dropped and copies added, names as in the netlist]
name,flops
tick,32
rmin,7
rmsec,7
rsec,7
is_paused,1
[logic make-up (layout without fill, tap and decap cells)]
group,count (synthesis),in the layout,share of synthesized area [%]
simple gates,206,206,29.1
compound gates,124,124,22.3
buf+inv,73,124,8.23
flops,54,54,26.8
xor+xnor,23,23,5.00
fa+ha+maj,20,20,5.84
mux,10,10,2.55
other cells,2,8,0.186
[per-layer routing]
layer	GRT usage (%)	part of all wire, %	vias to the layer above
met2	28.0	45	67
met5	0	0	-
met1	27.4	52	1804
li1	-	-	1990
met4	1.76	0.95	0
met3	1.46	2.7	7
[repair_timing]
action | 4_1_cts | 5_1_grt
setup buffers | 15 | 4
endpoints found under the setup margin | 14 | 12
resized | 55 | 37
hold buffers | 0 | 0
pin swaps | 30 | 23
Power and IR drop assume default switching activity.
