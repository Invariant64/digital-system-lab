==> constraint.sdc <==
current_design clock

set clk_period 4.5
set clk_io_pct 0.2

create_clock -name clk0 -period $clk_period [get_ports {add}]
create_clock -name clk1 -period $clk_period [get_ports {clk_1khz}]
create_clock -name clk2 -period $clk_period [get_ports {switch}]

set non_clock_inputs [all_inputs -no_clocks]
set_input_delay [expr $clk_period * $clk_io_pct] -clock clk0 $non_clock_inputs
set_output_delay [expr $clk_period * $clk_io_pct] -clock clk0 [all_outputs]
==> run.sh <==
#!/bin/bash
# OpenROAD 26Q1-2900-gdf79404cd8, Yosys 0.63+post, stock flow scripts
make -C /OpenROAD-flow-scripts/flow DESIGN_CONFIG=/design/flow/config.mk WORK_HOME=/design/flow/orfs finish
==> config.mk <==
export PLATFORM = sky130hd
export DESIGN_NAME = clock
export DESIGN_NICKNAME = clock
export VERILOG_FILES = /design/flow/design.v
export SDC_FILE = /design/flow/constraint.sdc
export NUM_CORES = 4
export LEC_CHECK = 1
export CORE_UTILIZATION = 30
==> design.v <==
module clock (
    input clk_1khz,
    input rst,
    input set_en,
    input switch,
    input add,
    input [4*8-1:0] alarm_set,
    output reg alarm_ringing,
    output [4*8-1:0] out
);
    reg [15:0] tick;
    reg [6:0] rsec, rmin, rhr;
    reg [6:0] rsec_set, rmin_set, rhr_set;
    parameter S_CLOCK = 2'b00;
    parameter S_SET_MIN = 2'b01;
    parameter S_SET_HR = 2'b10;
    reg [1:0] state;
    always @(posedge switch) begin
        if (rst) begin
            state <= S_CLOCK;
        end else if (~set_en) begin
            state <= S_CLOCK;
        end else if (set_en) begin
            case (state)
                S_CLOCK: begin
                    state <= S_SET_MIN;
                end
                S_SET_MIN: begin
                    state <= S_SET_HR;
                end
                S_SET_HR: begin
                    state <= S_CLOCK;
                end
            endcase
        end
    end
    always @(posedge clk_1khz) begin
        if (rst) begin
            tick <= 0;
            rsec <= 0;
            rmin <= 0;
            rhr <= 0;
        end else if (~set_en || state == S_CLOCK) begin
            tick <= tick + 1;
            if (tick == 1000) begin
                tick <= 0;
                rsec <= rsec + 1;
                if (rsec == 60) begin
                    rsec <= 0;
                    rmin <= rmin + 1;
                    if (rmin == 60) begin
                        rmin <= 0;
                        rhr <= rhr + 1;
                        if (rhr == 24) begin
                            rhr <= 0;
                        end
                    end
                end
            end
        end else if (set_en && state != S_CLOCK) begin
            tick <= 0;
            case (state)
                S_SET_MIN: begin
                    rmin <= rmin_set;
                end
                S_SET_HR: begin
                    rhr <= rhr_set;
                end
            endcase
        end
    end
    always @(posedge add) begin
        if (rst) begin
            rsec_set <= 0;
            rmin_set <= 0;
            rhr_set <= 0;
        end else if (~set_en) begin
            rsec_set <= rsec;
            rmin_set <= rmin;
            rhr_set <= rhr;
        end else if (set_en) begin
            case (state)
                S_SET_MIN: begin
                    rmin_set <= rmin_set == 59 ? 0 : rmin + 1;
                end
                S_SET_HR: begin
                    rhr_set <= rhr_set == 23 ? 0 : rhr + 1;
                end
            endcase
        end
    end
    wire [4*8-1:0] time_out;
    assign time_out[3:0] = rsec % 10;
    assign time_out[7:4] = rsec / 10;
    assign time_out[11:8] = 4'b1110;
    assign time_out[15:12] = rmin % 10;
    assign time_out[19:16] = rmin / 10;
    assign time_out[23:20] = 4'b1110;
    assign time_out[27:24] = rhr % 10;
    assign time_out[31:28] = rhr / 10;
    reg [15:0] cnt;
    reg [31:0] mask;
    always @(posedge clk_1khz or posedge rst) begin
        if (rst) begin
            cnt <= 0;
        end else if (set_en) begin
            cnt <= cnt + 1;
            if (cnt >= 500) begin
                cnt <= 0;
                case (state)
                    S_CLOCK: begin
                        mask <= 32'h00000000;
                    end
                    S_SET_MIN: begin
                        mask <= { 12'h0000, ~mask[19:12], 12'h0000 };
                    end
                    S_SET_HR: begin
                        mask <= { ~mask[31:24], 24'h000000 };
                    end
                endcase
            end
        end
    end
    assign out = set_en ? time_out | mask : time_out;
    always @(posedge clk_1khz) begin
        if (rst) begin
            alarm_ringing <= 0;
        end else if (out == alarm_set) begin
            alarm_ringing <= 1;
        end else if (~switch) begin
            alarm_ringing <= 0;
        end
    end
endmodule
==> out/metrics.cfg <==
[yosys]
syn_inst=750
synth-edff-count=16
synthTopCellsByArea=dfxtp_1 18%, edfxtp_1 7.9%, dfrtp_1 6.6%, nor2_1 6.4%, xnor2_1 4.5%
ys_sh_xor_pct=8.09
top_area_cell=dfxtp_1
ys_sh_aoi_pct=21.6
synthAdderAreaFrac_pct=4.50
top_logic_kind=simple AND/OR/NAND/NOR gates
synth_async_sr_flop_share_pct=18.6
synth_flops=86
synth-main-ff-cell=dfxtp_1
ys_seq_share_pct=32.4
simple_gate_area_share_pct=25.9
avgSynthCellArea_sq_um=8.08
ys_types=80
ys_cells=750
yosysTopAreaCellShare_pct=17.8
mux_area_share_pct=1.36
yosysWarnings=1
syn-cell-area_sq_um=6060
yosys_area_sq_um=6060

[clocking]
post-cts-setup-buffer-count=0
cts_hold_buffers=0
path_clk_slew_ns=0.06
cts_tree=yes

[drt]
wl_per_cell_microns=14.5
first_pass_iters=5
antenna_left=0
routed_wl_microns=15500
antennaDiodeCount=0
drc=0
vias=5454
viasPerCell=5.08
drt_iter0_drc=403

[placement]
dp_cells=1047
dp_hpwl_microns=11200
place_ws_ns=0.312
routabilityCongestion=0.938
numPortBuffers=59

[die]
rows=51
die_area_sq_um=20800
fp_util_pct=30.8
dieWidth_microns=144
core_area_sq_um=19700
die_height_microns=144
io_pins=70

[global_routing]
grt_overflow=0
grt_pass1_wl_microns=24900
antenna_found_initial=0
grt_max_degree=33
grt_usage_pct=15.3
grt_pass1_vias=4944

[power_and_ir_drop]
power.total_mw=2.19
p_leak_nw=2.80
peakVddDrop_v=0.000167
powerDensity_nw_per_um2=294

[setup_path]
rr_worst_depth=11
criticalPathCategory=flip-flop to primary output
cpMaxStageDelayCell=clkdlybuf4s50_1
reg2reg_to=alarm_ringing
worstSetupEndpoint=out[2]
crit_path_frequent_cell=ha_1
crit_chain=nor2_4, inv_1, ha_1, and3b_1, a21o_1, a2111oi_4, a21oi_1, a21oi_2, ha_1, mux2i_2, clkdlybuf4s50_1
startpoint=rsec[4]
critPathMaxStageDelay_ns=0.52
worstPathMaxFanout=13
startpoint_type=flip-flop
r2r_slack_ns=1.22
crit_required_ns=3.60
r2r_start=rhr[6]
cp.arrival_ns=3.40
end_kind=primary output

[flow_run]
drv_cap=0
tool_warnings=40

[layout]
fin_cells=1073
layout-drive-gt1-share_pct=7.92
syn_to_final_growth_pct=22.9

[sta]
setup_slack_ns=0.198
slew_headroom_pct=42.9
worst_clock_skew_ns=0.0120
slew_violations=0
final-setup-viol-count=0
finalSetupTns_ns=0
rsz0062_at_grt=no
worstMarginPinSlew_ns=0.853
finalHoldViolCount=0

[worst_hold_path]
hold_class=clock port to flip-flop

[run_status]
status=finished clean

[cells in the final DEF, fill, tap and decap left out, types with 5 or more instances in the layout]
| cell type | count |
|---|---|
| a211oi_1 | 12 |
| a21boi_0 | 5 |
| a21o_1 | 8 |
| a21oi_1 | 34 |
| a222oi_1 | 5 |
| a22oi_1 | 12 |
| a31oi_1 | 7 |
| and2_1 | 5 |
| and3_1 | 14 |
| buf_4 | 15 |
| clkbuf_16 | 19 |
| clkdlybuf4s50_1 | 59 |
| conb_1 | 8 |
| dfrtp_1 | 16 |
| dfxtp_1 | 52 |
| edfxtp_1 | 16 |
| ha_1 | 21 |
| inv_1 | 30 |
| mux2i_1 | 5 |
| nand2_1 | 57 |
| nand2b_1 | 17 |
| nand3_1 | 28 |
| nand4_1 | 16 |
| nor2_1 | 103 |
| nor2b_1 | 18 |
| nor3_1 | 13 |
| nor3b_1 | 6 |
| nor4b_1 | 5 |
| o211ai_1 | 9 |
| o21a_1 | 5 |
| o21ai_0 | 29 |
| o22ai_1 | 8 |
| o31ai_1 | 6 |
| or3_1 | 6 |
| xnor2_1 | 31 |
| xor2_1 | 25 |
[layer usage]
metal	GRT usage [%]	share of wire (%)	vias to the layer above	wire (microns)
li1	-	-	2791	-
met1	22.3	48	2484	7370
met2	23.6	44	170	6850
met3	4.28	7.4	9	1140
met4	1.94	0.94	0	145
met5	0	0	-	0
[repair_timing]
item | 4_1_cts | 5_1_grt
setup endpoints to repair | 1 | 3
endpoints found under the hold margin | 0 | 0
gates resized | 2 | 5
[registers in the layout, indices dropped and copies added (netlist names)]
signal	flops
rmin	7
cnt	16
rmin_set	7
mask	16
rhr_set	7
state	2
alarm_ringing	1
tick	16
rhr	7
rsec	7
[per-stage QoR]
| step | hold WS (ns) | area [sq um] | utilization, % |
|---|---|---|---|
| 6_report | 0.0530 | 7450 | 37.9 |
| 5_1_grt | 0.0571 | 7450 | 37.9 |
| 2_1_floorplan | 0.149 | 6080 | - |
| 3_3_place_gp | 0.149 | 6880 | 35.0 |
| 4_1_cts | 0.0522 | 7430 | 37.8 |
| 3_5_place_dp | 0.149 | 6880 | 35.0 |
[synthesized netlist by cell type (all sizes together) (21+ instances only)]
library cell,instances
o21ai,33
ha,21
dfxtp,54
a21oi,35
clkbuf,22
xnor2,31
buf,26
nor2,105
nand3,28
nand2,58
xor2,25
inv,31
[how the worst min path moves through the flow]
stage                 slack (ns)   start       endpoint  cells past startpoint
after CTS                   0.05  switch  alarm_ringing                      4
after global routing        0.06  switch  alarm_ringing                      4
final                       0.05  switch  alarm_ringing                      4
[critical path: cells and delay by family, from the launching register on]
| kind | cells | cell delay (ns) |
|---|---|---|
| buffers and inverters | 2 | 0.57 |
| adders and majority gates | 2 | 0.57 |
| muxes | 1 | 0.23 |
| AOI/OAI and AO/OA | 4 | 0.94 |
| DFF | 1 | 0.38 |
| and+or+nand+nor | 2 | 0.37 |
[report_power, final]
group	total [mW]	internal (mW)	leakage (nW)	switching, mW
logic	0.198	0.0989	1.73	0.0994
clock network	1.15	0.797	0.270	0.357
registers	0.839	0.812	0.797	0.0271
total	2.19	1.71	2.80	0.484
[area by class of cell]
cell class	count	area, sq um
flip-flops and latches	86	1960
fillers	1997	12200
well taps	265	332
repair buffers	74	703
multi-input cells	590	3790
clock buffers	22	517
clock inverters	4	26.3
inverters	32	120
[cell families after synthesis]
kind of cell    Yosys count
mux                       8
fa+ha+maj                22
flops                    86
other cells               2
buf+inv                  80
simple gates            313
xor+xnor                 56
compound gates          183
Power and IR drop assume default switching activity.
